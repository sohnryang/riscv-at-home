[/design/flow/config.mk]
export PLATFORM = sky130hd
export DESIGN_NAME = alu
export DESIGN_NICKNAME = alu
export VERILOG_FILES = /design/flow/design.v
export SDC_FILE = /design/flow/constraint.sdc
export NUM_CORES = 4
export LEC_CHECK = 1
export CORE_UTILIZATION = 30
[/design/flow/constraint.sdc]
current_design alu

set clk_period 22.8
set clk_io_pct 0.2

create_clock -name clk0 -period $clk_period

set non_clock_inputs [all_inputs -no_clocks]
set_input_delay [expr $clk_period * $clk_io_pct] -clock clk0 $non_clock_inputs
set_output_delay [expr $clk_period * $clk_io_pct] -clock clk0 [all_outputs]
[/design/flow/design.v]
module alu (
    input [3:0] op,
    input [31:0] in1,
    input [31:0] in2,
    output reg [31:0] out
);
  always @(*) begin
    case (op)
      4'd0: out = in1 + in2;
      4'd1: out = in1 - in2;
      4'd2: out = in1 & in2;
      4'd3:  out = in1 | in2;
      4'd4: out = in1 ^ in2;
      4'd5: out = in1 << in2;
      4'd6: out = in1 >> in2;
      4'd7: out = $signed(in1) >>> in2;
      4'd8:  out = {31'b0, $signed(in1) < $signed(in2)};
      4'd9: out = {31'b0, in1 < in2};
      4'd10:  out = {31'b0, in1 == in2};
      default:  out = 0;
    endcase
  end
endmodule
[/design/flow/run.sh]
#!/bin/bash
# OpenROAD 26Q1-2900-gdf79404cd8, Yosys 0.63+post, stock flow scripts
make -C /OpenROAD-flow-scripts/flow DESIGN_CONFIG=/design/flow/config.mk WORK_HOME=/design/flow/orfs finish
==> qor.csv <==
stage,metric,value,unit
run_status,status,completed,
critical_path,crit-path cells,"clkdlybuf4s50_1, buf_4, inv_1, ha_1, nand4_1, nor3_1, nor3_2, o21ai_1, a31oi_1, mux2i_1, xnor2_1, nor2_1, or4_1, clkdlybuf4s50_1",
critical_path,Arrival @ worst endpoint,9.24,ns
critical_path,"Req. time, crit path",18.24,ns
timing,max frequency,72.5,MHz
routing,Post-DRT Antenna Nets,0,
timing,final cycle utilization of the critical path,60.5,%
worst_hold_path,beginning of the worst hold path,in2[3],
critical_path,Worst path most repeated cell,clkdlybuf4s50_1,
synthesis,synth unique cells,83,
synthesis,cells after synthesis,1456,
timing,Total Negative Setup Slacks,0,ns
critical_path,Critical Setup Path Class,primary input to output pin,
critical_path,Slowest cell on crit path,ha_1,
place,Placed Area,10800,um^2
job,Max-Cap Viols,0,
timing,"Slew Viols, Final",0,
layout,storage element area,0,um^2
pwr,Pleak,4.37,nW
global_route,first-pass GRT wire length,75900,um
die,CORE AREA,31500,um^2
pwr,sw power,0.000153,W
synthesis,Avg Inst Size Synth,6.57,um^2
critical_path,crit-path leading delay family,buffers and inverters,
place,gpl congestion,1.04,
layout,share of layout cells above drive strength 1,8.08,%
layout,most frequent cells in the layout,"nand2_1, nor2_1, a21oi_1",
global_route,initial antenna violation count,1,
die,area of the die,32600,um^2
timing,final setup vio count,0,
pwr,clock share of power,0,%
routing,final WL,51400,um
global_route,Overflow after GRT,0,
synthesis,yosys cell count,1456,
critical_path,Worst Path Buf+Inv,4,
synthesis,sequential fraction of the synthesis area,0,%
timing,RSZ-0062 raised after global routing,no,
timing,min Tclk post-route,13.80,ns
timing,relative slew slack,36.6,%
pwr,maximum VDD drop,0.0209,mV
layout,Fillers,3421,
pwr,internal power,0.0000953,W
clock_tree,Post-CTS Setup Bufs,0,
pwr,PD cells,23.0,nW/um^2
worst_hold_path,Hold Crit Endpoint,out[3],
layout,Seq cells,0,
critical_path,Worst setup SP type,primary input,
die,Ports,100,
die,chip width,181,um
layout,most numerous logic cell after layout,nand2_1,
clock_tree,CTS Hold Bufs,0,
timing,final hold violations,0,
critical_path,CP max stage delay,0.57,ns
clock_tree,PostCTS Resize Cnt,0,
critical_path,top fanout value on the critical path,44,
routing,vias,11938,
pwr,Comb pwr share,100.0,%
synthesis,chip area in the Yosys report,9560,um^2
die,row count,65,
global_route,vias in the first global route,11141,
job,tool warnings,101,
pwr,switch share,61.6,%
critical_path,Critical Path End Type,output pin,
global_route,GR Util All Layers,31.6,%
global_route,largest net degree at the start of global routing,76,
timing,setup slack after layout,9.00,ns
worst_hold_path,Hold Path Depth,7,
place,Post-DP HPWL,40400,um
worst_hold_path,HP Class,primary input to output pin,
place,DP Worst Slack,9.13,ns
routing,DRC errors left,0,
routing,1st-pass router iterations,7,
routing,drt first-iter violations,1298,
die,Die Span Y,181,um
place,Port Buffers,100,
synthesis,warnings from Yosys,1,
routing,detail-routed net length per standard cell,27.4,um
die,FP Core Util,30.4,%
pwr,Flop pwr share,0,%
layout,fin area,10800,um^2
layout,clock buffer count in the final layout,0,
routing,Vias/cell,6.36,
timing,Slew @ Worst Pin,0.947,ns
layout,Area Overhead vs Synth,13.0,%
synthesis,Synth Cell Area,9560,um^2
cells by family (layout without fill, tap and decap cells):
group / Yosys count / count (layout) / synth area share [%]
xor+xnor: 28 / 28 / 2.56
simple gates: 510 / 510 / 24.6
fa+ha+maj: 103 / 103 / 13.6
other cells: 0 / 1 / 0
buf+inv: 214 / 231 / 9.13
mux: 110 / 110 / 16.1
compound gates: 491 / 491 / 33.9
power by group through the flow:
stage	sequential (W)	clock (W)	combinational (W)
finish	0	0.000000000000806	0.000248
CTS	0	0	0.000243
global route	0	0	0.000266
metal layers:
metal | GRT usage, % | wire (um) | vias up
li1 | - | - | 5435
met2 | 49.8 | 23200 | 613
met3 | 3.83 | 3710 | 82
met4 | 9.40 | 1850 | 2
met5 | 0 | 13 | -
met1 | 45.3 | 22600 | 5806
synth_stat cells, types with 8 or more instances:
master	count	area share, %
a21o_1	21	1.6
nor4_1	21	1.4
inv_1	92	3.6
nand2_1	158	6.2
or3_1	15	0.98
o21ai_1	12	0.63
a211oi_1	30	2.4
mux4_2	33	7.8
and3_1	11	0.72
nand2b_1	14	0.92
xnor2_1	24	2.2
a221oi_1	33	3.0
nor3_1	57	3.0
a221o_1	9	0.94
buf_1	14	0.55
o221ai_1	9	0.82
nand4_1	12	0.78
buf_2	20	1.0
o21bai_1	8	0.63
nor2b_1	10	0.65
o211ai_1	23	1.8
o22ai_1	14	0.92
o21ai_0	105	5.5
mux2i_1	54	5.7
o31ai_1	9	0.71
a22oi_1	17	1.3
ha_1	101	13
a21oi_1	126	6.6
nor2_1	148	5.8
mux2_2	23	2.7
clkbuf_1	75	2.9
nand3_1	34	1.8
per-stage QoR:
step                hold WS (ns)  std cells  power [W]  util, %
CTS                        10.31       1875   0.000243     34.3
global placement           10.30       1875   0.000243     34.3
global route               10.35       1875   0.000266     34.3
detailed placement         10.31       1875   0.000241     34.3
floorplan                   9.26       1456   0.000150        -
finish                     10.32       1876   0.000248     34.3
worst max-delay path by stage:
stage,slack (ns),end,startpoint,cells past startpoint
4_1_cts,9.14,out[21],in2[5],14
5_1_grt,8.76,out[21],in2[5],14
6_report,9.00,out[21],in2[5],14
final cells by class:
type	instances	area [um^2]	area share [%]
diodes	1	2.50	0.0232
multi-input cells	1242	8700	80.5
well taps	402	503	4.66
inverters	96	360	3.34
repair buffers	135	1240	11.4
No activity file was given, so power comes from the tool's default toggle rates.
