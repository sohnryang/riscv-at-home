==> ./design.v <==
module decode (
    input [31:0] inst,
    output reg valid,
    output reg [6:0] opcode,
    output reg [31:0] imm,
    output reg [4:0] rs1,
    output reg [4:0] rs2,
    output reg [4:0] rd,
    output reg [3:0] alu_op,
    output reg negate_alu_lsb,
    output reg [1:0] load_store_size,
    output reg load_high
);
  wire [2:0] funct3;
  wire [6:0] funct7, opcode_int;
  assign funct3 = inst[14:12];
  assign funct7 = inst[31:25];
  assign opcode_int = inst[6:0];
  always @(*) begin
    opcode = opcode_int;
    case (opcode_int)
      7'b0110111: begin
        rd = inst[11:7];
        imm = {inst[31:12], 12'b0};
        valid = 1;
      end
      7'b0010111: begin
        rd = inst[11:7];
        imm = {inst[31:12], 12'b0};
        valid = 1;
      end
      7'b1101111: begin
        rd = inst[11:7];
        imm = {{12{inst[31]}}, inst[19:12], inst[20], inst[30:21], 1'b0};
        valid = 1;
      end
      7'b1100111: begin
        rd = inst[11:7];
        rs1 = inst[19:15];
        imm = {{21{inst[31]}}, inst[30:20]};
        valid = 1;
      end
      7'b1100011: begin
        rs1 = inst[19:15];
        rs2 = inst[24:20];
        imm = {{20{inst[31]}}, inst[7], inst[30:25], inst[11:8], 1'b0};
        if (funct3[2:1] == 2'b01) valid = 0;
        else begin
          valid = 1;
          case (funct3[2:1])
            2'b00:   alu_op = 4'd10;
            2'b10:   alu_op = 4'd8;
            default: alu_op = 4'd9;
          endcase
          negate_alu_lsb = funct3[0];
        end
      end
      7'b0000011: begin
        rd = inst[11:7];
        rs1 = inst[19:15];
        imm = {{21{inst[31]}}, inst[30:20]};
        load_store_size = funct3[1:0];
        load_high = funct3[2];
        if (funct3 == 3'b011 || funct3[2:1] == 2'b11) valid = 0;
        else valid = 1;
      end
      7'b0100011: begin
        rs1 = inst[19:15];
        rs2 = inst[24:20];
        imm = {{21{inst[31]}}, inst[30:25], inst[11:7]};
        load_store_size = funct3[1:0];
        if (funct3[1:0] == 2'b11 || funct3[2]) valid = 0;
        else valid = 1;
      end
      7'b0010011: begin
        rd  = inst[11:7];
        rs1 = inst[19:15];
        if (funct3[1:0] == 2'b01) begin
          imm = {27'b0, inst[24:20]};
          if (funct3[2] && {funct7[6], funct7[4:0]} != 6'b0) valid = 0;
          else if (!funct3[2] && funct7 != 7'b0) valid = 0;
          else valid = 1;
        end else begin
          imm   = {{21{inst[31]}}, inst[30:20]};
          valid = 1;
        end
        case (funct3)
          3'b000:  alu_op = 4'd0;
          3'b010:  alu_op = 4'd8;
          3'b011:  alu_op = 4'd9;
          3'b100:  alu_op = 4'd4;
          3'b110:  alu_op = 4'd3;
          3'b111:  alu_op = 4'd2;
          3'b001:  alu_op = 4'd5;
          3'b101:  alu_op = 4'd6;
          default: alu_op = 4'd7;
        endcase
      end
      7'b0110011: begin
        rd  = inst[11:7];
        rs1 = inst[19:15];
        rs2 = inst[24:20];
        if ((funct3 == 3'b0 || funct3 == 3'b101) && {funct7[6], funct7[4:0]} != 6'b0) valid = 0;
        else if (funct7 != 7'b0) valid = 0;
        else valid = 1;
        case (funct3)
          3'b000: begin
            if (funct7[5]) alu_op = 4'd1;
            else alu_op = 4'd0;
          end
          3'b001:  alu_op = 4'd5;
          3'b010:  alu_op = 4'd8;
          3'b011:  alu_op = 4'd9;
          3'b100:  alu_op = 4'd4;
          3'b101: begin
            if (funct7[5]) alu_op = 4'd7;
            else alu_op = 4'd6;
          end
          3'b110:  alu_op = 4'd3;
          default: alu_op = 4'd2;
        endcase
      end
      7'b0001111: begin
        rd = inst[11:7];
        rs1 = inst[19:15];
        valid = 1;
      end
      default: valid = 0;
    endcase
  end
endmodule
==> ./run.sh <==
#!/bin/bash
# OpenROAD 26Q1-2900-gdf79404cd8, Yosys 0.63+post, stock flow scripts
make -C /OpenROAD-flow-scripts/flow DESIGN_CONFIG=/design/flow/config.mk WORK_HOME=/design/flow/orfs finish
==> ./config.mk <==
export PLATFORM = sky130hd
export DESIGN_NAME = decode
export DESIGN_NICKNAME = decode
export VERILOG_FILES = /design/flow/design.v
export SDC_FILE = /design/flow/constraint.sdc
export NUM_CORES = 4
export LEC_CHECK = 1
export CORE_AREA = 10 10 103 103
export DIE_AREA = 0 0 113 113
==> ./constraint.sdc <==
current_design decode

set clk_period 2.9
set clk_io_pct 0.2

create_clock -name clk0 -period $clk_period

set non_clock_inputs [all_inputs -no_clocks]
set_input_delay [expr $clk_period * $clk_io_pct] -clock clk0 $non_clock_inputs
set_output_delay [expr $clk_period * $clk_io_pct] -clock clk0 [all_outputs]
==> notes.md <==
Item: results of the latest flow run.

- In the placement report, post-DP HPWL is listed as 5390 µm.
- According to the Yosys statistics, the synthesized design has a chip area of 0.00178 mm².
- Per the OpenROAD floorplan log, the width of the die is 113 µm.
- The fraction of the core area occupied by cells at floorplan is 0.215.
- The fraction of the mapped netlist area in adder cells is 0.
- 110 endpoints have no timing constraint.
- Overall routing resource usage recorded by global route was 0.0932.
- The core area is 0.00830 mm².
- After synthesis, the design contains 204 cells according to Yosys.
- The number of global-route vias before repair came to 1,866.
- The number of ports placed on the die boundary is 95.
- The mean cell area of the mapped netlist is slightly below 9 µm².
- Summing all non-filler instances in the final layout gives an area of 0.00304 mm².
- The hold path depth is 2.
- In this run the tools logged warnings totalling 32.
- After synthesis, the most frequently instantiated cells are 54 x sky130_fd_sc_hd__dlxtn_1, 21 x sky130_fd_sc_hd__nand2_1, 13 x sky130_fd_sc_hd__o21ai_0, 10 x sky130_fd_sc_hd__a21o_1.
- Per the finish-stage timing summary, setup violations number 0.
- The warning tally printed by Yosys for this design is 1.
- Dividing total power by cell area gives a power density of 101 mW/mm².
- Per the GRT congestion report, total overflow comes to 0.
- Sorting the synthesized cells by area gives the leading types as sky130_fd_sc_hd__dlxtn_1 45%, sky130_fd_sc_hd__nand2_1 4.4%, sky130_fd_sc_hd__a21o_1 4.2%.
- Subtracting the final worst setup slack from the clock period gives 2.79 ns.
- The kind of capture point of the worst setup path is a primary output.
- STA classifies the critical path startpoint as an input pin.
- Per the final layout report, the fraction of cells sized above drive strength 1 comes to 0.171.
- The total length of routed wires is 6290 µm.
- The maximum number of pins on one net before global-route repair is 19.
- The share of synthesized cell area in and, or, nand and nor gates is 0.239.
- The via-per-instance ratio is 4.34.
- The remaining antenna violation count after routing is 0.
- The iteration tally of the first detailed-router pass is 4.
- The final timing report lists a max-slew violation count of 0.
- Per the synth log, the flip-flop and latch total comes to 55.
- The setup path with the least slack is of type in -> out.
- The total placed instance area is 0.00303 mm².
- The worst ir drop on vdd is 55.8 µV.
- Setup repair after global routing left no endpoint under its margin.
- The endpoint of the worst hold path is opcode[3].
- The top flip-flop cell by instance count after synthesis is sky130_fd_sc_hd__dlxtn_1.
- The tally of max-capacitance violations is 0.
- The slew of the pin with the lowest slew margin is about 0.55 ns.
- Per the layout area report, the combinational gate area comes to 826 µm².
- Per the layout area report, the register area comes to between 800 and 900 µm².
- Of the total synthesized cell area, the portion taken by XOR and XNOR cells is 0.00491.
- The mux cell area share after synthesis is 0.00561.
- The type recorded for the worst min-delay path is in -> out.
- According to the floorplan log, the row count is 33.
- The violation tally recorded at the end of detailed-routing iteration 0 is 111.
- In this run the tool buffered the top-level ports with 95 buffer cells.
- The wire length of the first global-routing pass is 10000 µm.
- By area, the combinational part of the netlist is dominated by simple AND/OR/NAND/NOR gates.
- The area of the die is 0.0128 mm².
- Summing every instance area after synthesis gives 0.00178 mm².
- TritonRoute output was used to compute an average wire per cell of ~15 µm.
- The critical-path maximum fanout is 5.
- The share of synthesized area in the top cell type comes to 0.455.
- Counting flops with a built-in enable in the synthesized netlist gives 0.
- The static leakage power is 1.39 nW.
- The run finished with clean final reports.
- Per the synthesis report, the AND-OR/OR-AND share of the synthesized area is 0.206.
- The worst path setup slack after routing is between 0.1 and 0.15 ns.
- The worst min-delay path startpoint is inst[3].
- The final hold violation count recorded for this run is 0.
- From synthesis to final layout, the design area changed by 70.3%.
- The synthesis stats list as the most numerous cell sky130_fd_sc_hd__dlxtn_1.
- The layout has 831 filler cells.
- The highest clock rate is 359 MHz.
- Synthesis instantiated a little over 50 different standard cells from the library.
- The number of register pins that no clock reaches is 55.
- The final route contains 1,856 vias.
- The DRC violation count after routing is 0.
- STA puts the critical path data arrival time at 2.21 ns.
- STA puts the critical path data required time at 2.32 ns.
- The die is about 110 µm tall.
- Per the synthesis report, the dominant area consumer among library cells is sky130_fd_sc_hd__dlxtn_1.
- The initial antenna violation count is 1.
- Yosys reported that registers with async set or reset make up 0.
- The final weighted congestion in routability-driven placement is 0.853.
- The instance count of the mapped netlist is between 200 and 250.
- The post-placement worst setup slack is -0.197 ns.
- The worst-case headroom to the max-slew limit is 0.631.
- The share of the clock period used by the worst path is 0.960.
-- power breakdown --
group	switching [mW]	total, mW	internal, mW
clock	0	0.0000000462	0.0000000462
sequential	0.00783	0.0615	0.0537
combinational	0.0894	0.245	0.155
total	0.0972	0.306	0.209
-- layer usage --
metal  global-route usage  routed length (µm)  share of wire  vias up
met2                0.163                3110           0.49       67
met4              0.00338                  23         0.0037        0
met5                    0                   0              0        -
li1                     -                   -              -      947
met1                0.116                2670           0.42      840
met3               0.0278                 489          0.078        2
-- placed cells by master, fill, tap and decap left out, types with 7 or more instances in the layout --
master and count:
sky130_fd_sc_hd__buf_4 40, sky130_fd_sc_hd__dlxtn_1 54, sky130_fd_sc_hd__nand3_1 7, sky130_fd_sc_hd__clkdlybuf4s50_1 80, sky130_fd_sc_hd__and2_1 8, sky130_fd_sc_hd__a21o_1 10, sky130_fd_sc_hd__nand2_1 21, sky130_fd_sc_hd__nor2_1 7
sky130_fd_sc_hd__o21ai_0 12, sky130_fd_sc_hd__dlygate4sd2_1 13
-- per-stage QoR --
step | power [mW] | util | std cells | TNS (ns) | hold slack [ns]
6_report | 0.306 | 0.366 | 428 | 0 | 1.87
5_1_grt | 0.336 | 0.366 | 427 | 0 | 1.90
4_1_cts | 0.311 | 0.364 | 427 | 0 | 1.88
3_5_place_dp | 0.315 | 0.365 | 426 | -0.197 | 2.08
3_3_place_gp | 0.314 | 0.365 | 426 | -0.197 | 2.08
2_1_floorplan | 0.135 | - | 204 | 0 | 1.23
-- worst max path at each step --
stage / from / endpoint / slack [ns]
4_1_cts: inst[31] / valid / 0.06
6_report: inst[1] / valid / 0.11
5_1_grt: inst[1] / valid / 0.009
-- logic make-up (layout without fill, tap and decap cells) --
group                     Yosys count  count (layout)
AOI/OAI and AO/OA                  53              53
xor gates and xnor gates            1               1
buffers and inverters              20             138
latches                            55              55
muxes                               1               1
other                               0               1
and+or+nand+nor                    74              74
-- flip-flops by register name, summed over array words and instances, names as in the netlist --
register	cells
negate_alu_lsb	1
rd	5
imm	32
rs2	5
alu_op	4
load_store_size	2
rs1	5
load_high	1
-- worst max-delay path, cell delays in order --
cell and delay [ns]:
sky130_fd_sc_hd__clkdlybuf4s50_1 0.47, sky130_fd_sc_hd__and4bb_4 0.25, sky130_fd_sc_hd__nand2_1 0.08, sky130_fd_sc_hd__nor3_1 0.06, sky130_fd_sc_hd__or4_1 0.51, sky130_fd_sc_hd__dlygate4sd2_1 0.26
-- layout make-up --
class                      count  share of cell area
multi-input combinational    129               0.272
antenna                        1            0.000824
inverter                       3             0.00371
timing repair buffer         135               0.408
sequential                    55               0.272
tap                          105              0.0433
-- timing repair --
item	CTS	global route
setup buffers	1	0
resized	14	3
endpoints found under the setup margin	1	1
hold buffers	0	0
No activity file was given, so power comes from the tool's default toggle rates.
